==> flow/design.v <==
`timescale  1ns/100ps
module adder #(
  parameter DATA_WIDTH = 32
) (
  input [DATA_WIDTH - 1:0] in0,
  input [DATA_WIDTH - 1:0] in1,
  output [DATA_WIDTH - 1:0] out
);
  assign out = in0 + in1;
endmodule
module execute #(
  parameter DATA_BITS = 32,
  parameter reg_addr_width = 5,
  parameter PROGRAM_COUNTER_WIDTH = 32
) (
  input clk, 
  input RW,
  input [reg_addr_width - 1:0] DA,
  input [1:0] MD,
  input [1:0] BS,
  input PS,
  input MW,
  input [3:0] FS,
  input [reg_addr_width - 1:0] SH,
  input [DATA_BITS - 1:0] BUSA,
  input [DATA_BITS - 1:0] BUSB,
  input [PROGRAM_COUNTER_WIDTH - 1:0] pc_min_two,
  input [DATA_BITS - 1 : 0] DData, 
  output reg RW_WB,
  output reg [reg_addr_width - 1:0] DA_WB,
  output reg [1:0] MD_WB,
  output wire [DATA_BITS - 1:0] BrA,
  output reg [DATA_BITS - 1:0] result,
  output reg determinate,
  output reg [DATA_BITS - 1 : 0] DData_next,
  output [DATA_BITS - 1 : 0] forward_data,
  output wire zero
);
  wire determinate_next, overflow, carryout, negative;
  wire [DATA_BITS - 1 : 0] result_next;
  wire [DATA_BITS - 1 : 0] extended_determinate_next;
  assign determinate_next = negative ^ overflow;
  assign extended_determinate_next = {31'b0, determinate_next};
  always@ (posedge clk) begin
    RW_WB <= RW;
    DA_WB <= DA;
    MD_WB <= MD;
    result <= result_next;
    determinate <= determinate_next;
    DData_next <= DData;
  end
  function_unit FunctionUnit (
    .A(BUSA),
    .B(BUSB),
    .Result(result_next),
    .FunctionSelect(FS),
    .SH(SH),
    .Overflow(overflow),
    .CarryOut(carryout),
    .Negative(negative),
    .Zero(zero)
  );
  adder Adder (
    .in0(pc_min_two),
    .in1(BUSB),
    .out(BrA)
  ); 
  three_to_one_mux MUXDFORWARD (
    .select(MD),
    .in0(result_next),
    .in1(DData),
    .in2(extended_determinate_next),
    .out(forward_data)
  );
endmodule
module function_unit #(
  parameter DATA_WIDTH = 32,
  parameter SHIFTER_WIDTH = 5
) (
  input [DATA_WIDTH - 1 : 0] A,
  input [DATA_WIDTH - 1 : 0] B,
  output reg [DATA_WIDTH - 1 : 0] Result,
  input [3:0]  FunctionSelect,
  input [SHIFTER_WIDTH - 1 : 0] SH,
  output reg Overflow,
  output reg CarryOut,
  output Negative,
  output reg Zero
);
  parameter UNDEFINE = 32'b00000000_00000000_00000000_00000000;   
  wire [DATA_WIDTH - 1 : 0] inverseA, inverseB;
  assign inverseA = ~A;
  assign inverseB = ~B;
  always@(*) begin
      case(FunctionSelect)
          4'b0001: begin
            Overflow <= overflow(A, 32'b00000000_00000000_00000000_00000001, Result);
          end
          4'b0010: begin
            Overflow <= overflow(A, B, Result);
          end
          4'b0011: begin
            Overflow <= overflow(A, B, Result);
          end
          4'b0100: begin
            Overflow <= overflow(A, inverseB, Result);
          end
          4'b0101: begin
            Overflow <= overflow(A, inverseB, Result);
          end
          4'b0110: begin
            Overflow <= overflow(A, 32'b11111111_11111111_11111111_11111111, Result);
          end
          default: begin
            Overflow <= 32'b0;
          end
      endcase 
  end
  always@(*) begin
    case(FunctionSelect)
      4'b0000: begin
        Result = A;
        CarryOut = 1'b0;
      end 
      4'b0001: begin
        {CarryOut, Result} = A + 32'd1;
      end
      4'b0010: begin
        {CarryOut, Result} = A + B;
      end
      4'b0011: begin
        {CarryOut, Result} = A + B + 32'd1;
      end
      4'b0100: begin
        {CarryOut, Result} = A + inverseB;
      end
      4'b0101: begin
        {CarryOut, Result} = A + inverseB + 32'd1;
      end
      4'b0110: begin
        {CarryOut, Result} = A - 32'd1;
      end
      4'b0111: begin
        Result = A;
        CarryOut = 32'b0;
      end
      4'b1000: begin
        Result = A & B;
        CarryOut = 32'b0;
      end
      4'b1001: begin
        Result = A | B;
        CarryOut = 32'b0;
      end
      4'b1010: begin
        Result = A ^ B;
        CarryOut = 32'b0;
      end
      4'b1011: begin
        Result = inverseA;
        CarryOut = 32'b0;
      end
      4'b1100: begin
        Result = B;
        CarryOut = 32'b0;
      end
      4'b1101: begin
        Result = A >> SH;
        CarryOut = 32'b0;
      end
      4'b1110: begin
        {CarryOut, Result} = A << SH;
      end
      default: begin
        Result = UNDEFINE;
        CarryOut = 32'b0;
      end
    endcase
    if ( Result == 32'b0 ) begin
      Zero = 1'b1;
    end else begin
      Zero = 1'b0;
    end
  end
  assign Negative = Result[DATA_WIDTH - 1];
  function overflow; 
    input [DATA_WIDTH - 1 : 0] a, b, result;
    begin
      overflow = ( (a[DATA_WIDTH - 1] == 1'b0) && (b[DATA_WIDTH - 1] == 1'b0) && (result[DATA_WIDTH - 1] == 1'b1) ) |
                 ( (a[DATA_WIDTH - 1] == 1'b1) && (b[DATA_WIDTH - 1] == 1'b1) && (result[DATA_WIDTH - 1] == 1'b0) );
    end
  endfunction
endmodule 
module three_to_one_mux #(
  parameter DATA_WIDTH = 32
) (
  input [1:0] select,
  input [DATA_WIDTH - 1 : 0] in0,
  input [DATA_WIDTH - 1 : 0] in1,
  input [DATA_WIDTH - 1 : 0] in2,
  output reg [DATA_WIDTH - 1 : 0] out
);
  always@(*) begin
    if ( select == 2'b10 ) begin
      out = in2;
    end else if ( select == 2'b01 ) begin
      out = in1;
    end else begin
      out = in0;
    end
  end
endmodule
==> flow/run.sh <==
#!/bin/bash
# OpenROAD 26Q1-2900-gdf79404cd8, Yosys 0.63+post, stock flow scripts
make -C /OpenROAD-flow-scripts/flow DESIGN_CONFIG=/design/flow/config.mk WORK_HOME=/design/flow/orfs finish
==> flow/config.mk <==
export PLATFORM = sky130hd
export DESIGN_NAME = execute
export DESIGN_NICKNAME = execute
export VERILOG_FILES = /design/flow/design.v
export SDC_FILE = /design/flow/constraint.sdc
export NUM_CORES = 4
export LEC_CHECK = 1
export CORE_UTILIZATION = 30
==> flow/constraint.sdc <==
current_design execute

set clk_period 25.7
set clk_io_pct 0.2

create_clock -name clk0 -period $clk_period [get_ports {clk}]

set non_clock_inputs [all_inputs -no_clocks]
set_input_delay [expr $clk_period * $clk_io_pct] -clock clk0 $non_clock_inputs
set_output_delay [expr $clk_period * $clk_io_pct] -clock clk0 [all_outputs]
==> impl_metrics.csv <==
group,metric,value,unit
power,switching_power,320.3,uW
detailed_routing,ant_nets,0,
clocking,tritoncts,"done",
synth,ys_area,16750,um2
final_timing,worst_pin_slew,0.9833,ns
die,die_area,56790,um2
detailed_routing,vias_per_cell,6.033,
run,drv_cap,0,
clocking,clock-sinks,73,
detailed_routing,finalWirelength,76880,um
clocking,cts_made_buffers,9,
die,initCoreUtil,30.41,%
worst_setup_path,path_class,"in2out",
clocking,cts_root_buffer,"clkbuf_16",
grt,grt_start_max_net_pins,67,
die,core_region_area,55090,um2
worst_setup_path,cpPeakStageDelay,0.69,ns
clocking,path_clk_slew,0.05,ns
power,p_seq_share,18.1,%
synth,syn_avg_cell_area,7.360,um2
layout,syn_to_final_growth,22.38,%
synth,ys_ff,73,
synth,async_flop_share,0,%
power,swShare,44.43,%
final_timing,slew_headroom,32.75,%
worst_setup_path,crit_required,20.56,ns
worst_setup_path,slowest_stage,"a221oi_1",
power,power.internal,400.5,uW
run,warnings,100,
detailed_routing,wl_per_cell,24.00,um
synth,top_cells_by_area,"ha_1, dfxtp_1, mux4_2, a21oi_1, mux2i_1",
clocking,postCtsSetupBuffers,0,
grt,grt_pass1_wl,113200,um
power,power_frac_comb,66.7,%
power,ir_drop,42.79,uV
final_timing,setup_violations,0,
die,ios,288,
die,rows,86,
worst_hold_path,worstHoldPathType,"in2reg",
synth,top_area_share,12.32,%
power,power_leakage,0.008245,uW
final_timing,rsz0062_at_grt,"false",
synth,ys_types,93,
synth,synthFlopType,"dfxtp_1",
synth,syn_area,16750,um2
grt,antenna_found_initial,2,
synth,top_area_cell,"ha_1",
die,chipWidth,238.3,um
outcome,status,"finished clean",
clocking,cts_resized,0,
die,fp.dieH,238.3,um
place,dpl_cell_area,20250,um2
clocking,clockBufferDepth,2,
power,total_power,720.8,uW
layout,drive_above_1_share,7.739,%
layout,instances_no_fill,3204,
final_timing,fin_crit_sh,69.30,%
worst_setup_path,cp-end-kind,"output pin",
layout,n_fill_cell,5795,
grt,grt_remaining_overflow,0,
grt,grt_pass1_vias,18080,
worst_setup_path,arrival,12.67,ns
place,place.gp.congestion,1.015,
synth,ys_cells,2276,
detailed_routing,vias,19330,
worst_setup_path,crit_path_start_kind,"primary input",
final_timing,fin_tns_setup,0,ns
synth,synth-edff-count,0,
grt,grt_usage,26.85,%
worst_setup_path,worstPathCellList,"clkdlybuf4s50_1 > buf_4 > nand2b_1 > nor2_2 > buf_4 > ha_1 > a2111oi_0 > o21ai_0 > a31o_2 > a31oi_1 > xnor2_1 > a221oi_1 > o221ai_1 > or4_1 > or4_1 > nor4_1 > nand3_1 > nor4_1 > clkdlybuf4s50_1",
detailed_routing,drt-pass1-iter-count,6,
worst_setup_path,path_max_fanout,33,
synth,postSynthSeqShare,8.724,%
detailed_routing,drt_iter0_markers,1910,
power,power_per_cell_area,35.16,nW/um2
clocking,holdBufCountCts,0,
synth,yosys_warnings,3,
detailed_routing,drcViolationCount,0,
clocking,htreeDepth,3,
place,io_buffers,283,
place,dpl.hpwl,60910,um
layout,finalInstanceArea,20500,um2
place,place_inst,3189,
synth,synth_cells,2276,
final_timing,hold_viol_final,0,
final_timing,fin_crit,17.81,ns
final_timing,drv_slew,0,
layout,post-route-util,37.21,%
power,power_frac_clock,15.2,%
final_timing,fmax,0.05615,GHz
[power groups by stage]
| stage | Sequential (uW) | Combinational [uW] | Clock, uW |
|---|---|---|---|
| CTS | 130 | 474 | 113 |
| finish | 130 | 481 | 109 |
| global route | 132 | 521 | 118 |
[worst paths after layout]
check	startpoint	end	slack [ns]	depth (start not counted)
max	FS[1]	zero	7.89	19
min	DA[3]	DA_WB[3]	5.24	1
[final cells by class]
cell class	count	area, um2	share of cell area (%)
tap	748	935.9	4.565
antenna	1	2.502	0.01221
timing repair buffer	335	3198	15.60
clock inverter	3	20.02	0.09765
clock buffer	11	232.7	1.135
sequential	73	1461	7.128
multi-input combinational	1897	14140	68.97
inverter	136	510.5	2.490
[through the flow]
step	worst slack [ns]	hold WS, ns
floorplan	10.11	5.168
global placement	7.992	5.591
detailed placement	7.950	5.592
CTS	7.909	5.223
global route	7.512	5.231
finish	7.890	5.241
[placed cells by master (no fill, tap or decap), types with 15 or more instances in the layout]
master             n
o211ai_1          40
o21a_1            25
nand4_1           15
clkdlybuf4s50_1  277
a211oi_1          35
o21ai_0          143
a22oi_1           17
nor2_1           215
mux2i_1           81
o221ai_1          28
o31ai_1           26
dfxtp_1           73
a21oi_1          209
buf_4             54
a21o_1            43
nand2_1          131
ha_1             165
a221oi_1          23
nor3_1            53
mux4_2            54
xor2_1            32
nand2b_1          27
inv_1            131
a222oi_1          18
xnor2_1           78
a31oi_1           17
nor2b_1           18
or3_1             21
a221o_1           19
nor4_1            21
o22ai_1           31
nand3_1           47
[worst max-delay path, delay by kind of cell]
kind	cells	cell delay, ns
xor+xnor	1	0.14
fa+ha+maj	1	0.38
compound gates	6	2.81
simple gates	7	2.43
buf+inv	4	1.73
[state kept, by name, indices dropped and copies added, names as in the netlist]
signal	count
RW_WB	1
result	32
MD_WB	2
DData_next	32
DA_WB	5
determinate	1
[routing by layer]
| metal | vias up | share of wire (%) | wire length (um) | GRT usage [%] |
|---|---|---|---|---|
| met5 | - | 0 | 0 | 0 |
| met2 | 1051 | 43 | 32690 | 40.05 |
| met4 | 0 | 4.0 | 3078 | 8.877 |
| met1 | 9135 | 43 | 33000 | 37.68 |
| li1 | 9001 | - | - | - |
| met3 | 144 | 11 | 8104 | 7.227 |
[cell families after synthesis]
group	synth area share [%]
buf+inv	7.066
mux	12.64
fa+ha+maj	12.80
xor+xnor	5.751
flops	8.724
compound gates	34.19
simple gates	18.83
[cell usage after synthesis, drive strengths merged (47+ instances only)]
| library cell | number |
|---|---|
| nor2 | 217 |
| a21oi | 210 |
| ha | 165 |
| o21ai | 157 |
| inv | 134 |
| nand2 | 131 |
| clkbuf | 122 |
| mux2i | 81 |
| xnor2 | 78 |
| dfxtp | 73 |
| nor3 | 59 |
| mux4 | 54 |
| buf | 48 |
| nand3 | 47 |
Power figures rest on the tool's default switching activity, not on a simulated workload.
