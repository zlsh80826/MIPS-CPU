[/design/flow/run.sh]
#!/bin/bash
# OpenROAD 26Q1-2900-gdf79404cd8, Yosys 0.63+post, stock flow scripts
make -C /OpenROAD-flow-scripts/flow DESIGN_CONFIG=/design/flow/config.mk WORK_HOME=/design/flow/orfs finish
[/design/flow/config.mk]
export PLATFORM = sky130hd
export DESIGN_NAME = branch
export DESIGN_NICKNAME = branch
export VERILOG_FILES = /design/flow/design.v
export SDC_FILE = /design/flow/constraint.sdc
export NUM_CORES = 4
export LEC_CHECK = 1
export CORE_AREA = 10 10 111 111
export DIE_AREA = 0 0 121 121
[/design/flow/constraint.sdc]
current_design branch

set clk_period 2.9
set clk_io_pct 0.2

create_clock -name clk0 -period $clk_period [get_ports {clk}]

set non_clock_inputs [all_inputs -no_clocks]
set_input_delay [expr $clk_period * $clk_io_pct] -clock clk0 $non_clock_inputs
set_output_delay [expr $clk_period * $clk_io_pct] -clock clk0 [all_outputs]
[/design/flow/design.v]
`timescale  1ns/100ps
module branch (
  input clk,
  input rst_n,
  input zero,
  input PS,
  input [1:0] BS,
  input [31:0] BrA,
  input [31:0] RAA,
  input [31:0] pc_min_one,
  output reg [31:0] pc,
  output reg flush,
  output reg flush_delay
);
  reg [1:0] select;
  wire [31:0] pc_next;
  always@ (posedge clk, negedge rst_n) begin
    if ( rst_n == 0 ) begin
      pc <= 32'b0;
      flush_delay <= 1'b0;
    end else begin 
      pc <= pc_next;
      flush_delay <= flush;
    end
  end
  four_to_one_mux MUXC (
    .select(select),
    .in0(pc_min_one),
    .in1(BrA),
    .in2(RAA),
    .in3(BrA),
    .out(pc_next)
  );
  always@ (*) begin
    select[1] = BS[1];
    select[0] = ((PS ^ zero) | BS[1]) & BS[0];      
    flush = ~(select[0] | select[1]);
  end
endmodule
module four_to_one_mux #(
  parameter BITS = 32
) (
  input [1:0] select,
  input [BITS - 1 : 0] in0,
  input [BITS - 1 : 0] in1,
  input [BITS - 1 : 0] in2,
  input [BITS - 1 : 0] in3,
  output reg [BITS - 1 : 0] out
);
  always@ (*) begin
    if ( select == 2'b11 ) begin
      out = in3;
    end else if ( select == 2'b10) begin
      out = in2;
    end else if ( select == 2'b01) begin
      out = in1;
    end else begin
      out = in0;
    end
  end
endmodule
==> impl_metrics.yaml <==
# flow metrics
run_status:
  result_of_the_run: "completed"
yosys:
  synth.distinct_cells: 13
  async_reset_ff_share_pct: 100
  ys_flop_type: "sky130_fd_sc_hd__dfrtp_1"
  post_synth_fa_ha_maj_area_fraction_pct: 0
  synthTopCellsByArea: "sky130_fd_sc_hd__dfrtp_1, sky130_fd_sc_hd__o221a_1, sky130_fd_sc_hd__a211o_1, sky130_fd_sc_hd__nor2b_1, sky130_fd_sc_hd__buf_6"
  flops_after_synth: 33
  synth.largest_area_cell: "sky130_fd_sc_hd__dfrtp_1"
  leading_cell_types_by_count_after_synthesis: "sky130_fd_sc_hd__dfrtp_1, sky130_fd_sc_hd__a211o_1, sky130_fd_sc_hd__nor2b_1, sky130_fd_sc_hd__o221a_1"
  synth_simple_gate_area_share_pct: 11.4
  ys_top_logic_family: "AND-OR/OR-AND gates"
  ys.warnings.count: 2
  yosys-stat-cells: 151
  post_synth.cell_area_avg_um2: 11.9
  synth_cells: 151
  synth-edff-count: 0
  synthesis.area_mm2: 0.00180
  synth.cellmix.compoundShare_pct: 36.1
  ys_sh_mux_pct: 0
  synth-area-yosys_mm2: 0.00180
  ys_seq_share_pct: 45.8
  synthXorXnorAreaFrac_pct: 0.485
  netlist.top_cell.by_instances: "sky130_fd_sc_hd__dfrtp_1"
  synth_largest_type_area_fraction_pct: 45.8
grt:
  wire_length_of_the_first_global_routing_pass_um: 11200
  groute.usage.overall_pct: 9.60
  vias_in_the_first_global_route: 1951
  grt_overflow_total: 0
  grt_max_degree: 61
  number_of_antenna_violations_at_the_first_check_in_global_routing: 0
placement:
  port-buffer-count: 135
  dp_hpwl_um: 5720
  dpl_worst_slack_ns: 0.406
  place.gp.congestion: 0.802
  placed_cells_incl_taps: 406
pwr:
  ir_worst_vdd_uv: 190
  total_leakage_power_nw: 1.30
  power.density_cell_area_mw_per_mm2: 393
floorplanning:
  boundaryPins: 136
  placement_rows: 36
  fp.dieW_um: 121
  die_y_um: 121
  initial_core_util_pct: 18.3
  chip_area_mm2: 0.0146
  core_area_mm2: 0.00986
sta:
  max_freq_mhz: 399
  finalWorstSetupSlack_ns: 0.393
  number_of_failing_hold_endpoints_at_the_final_stage: 0
  final.period_utilization_pct: 86.5
  timing.final.max_slew_violations: 0
  finalCriticalPeriod_ns: 2.51
  grt_setup_unrepaired: "false"
  setup_tns_ns: 0
  slew_headroom_pct: 52.3
  final-setup-viol-count: 0
  worstMarginPinSlew_ns: 0.716
routing:
  initialDrtViolationCount: 100
  drt_pass1_iterations: 4
  antenna_left: 0
  avgViaCountPerCell: 4.36
  antenna_cells: 0
  wire_per_inst_um: 17.7
  drcViolationCount: 0
  drt_wl_total_um: 7320
  num_vias: 1807
critical_path:
  critical_path.startpoint: "zero"
  startpoint_kind_of_the_worst_setup_timing_path: "primary input"
  critical_path_required_ns: 2.32
  critical-path-max-stage-delay_ns: 0.52
  timing.critical_path.to_type: "output port"
  worst-setup-path-type: "primary input to output port"
  worst_setup_path_endpoint: "flush"
  cp_common_cell: "sky130_fd_sc_hd__clkdlybuf4s50_1"
  cp_slowest_cell: "sky130_fd_sc_hd__clkdlybuf4s50_1"
  path_cells: "clkdlybuf4s50_1 > xor2_1 > a21oi_1 > clkdlybuf4s50_1"
  critPathMaxFanout: 3
  cp.arrival_ns: 1.93
clock_network:
  tritoncts: "done"
  clock_path_buffers: 2
  htree_levels: 2
  clockRootBuffer: "sky130_fd_sc_hd__clkbuf_8"
  postCtsSetupBuffers: 0
  cts.sinks: 33
  cts_inserted_buffers: 5
  post_cts_resized: 0
  clk_pin_slew_worst_paths_ns: 0.07
  cts_hold_repair.buffers: 0
finish:
  final_cells: 414
  ratio_of_cells_with_drive_above_1_in_the_final_layout_pct: 6.41
  synthToLayoutAreaGrowth_pct: 86.6
run:
  max_cap_viol_count: 0
  warning_count: 25
worst_hold_path:
  hold_class: "primary input to asynchronous set/reset pin"
## cells in the final DEF, fill, tap and decap left out
cell | Yosys | layout
sky130_fd_sc_hd__a21oi_1 | 1 | 1
sky130_fd_sc_hd__o221a_1 | 30 | 30
sky130_fd_sc_hd__buf_2 | 6 | 2
sky130_fd_sc_hd__a211o_1 | 32 | 32
sky130_fd_sc_hd__clkbuf_8 | 0 | 7
sky130_fd_sc_hd__o21ai_2 | 0 | 1
sky130_fd_sc_hd__clkinv_2 | 0 | 1
sky130_fd_sc_hd__clkdlybuf4s50_1 | 0 | 133
sky130_fd_sc_hd__or2_1 | 1 | 1
sky130_fd_sc_hd__xor2_1 | 1 | 1
sky130_fd_sc_hd__dfrtp_1 | 33 | 33
sky130_fd_sc_hd__buf_12 | 0 | 2
sky130_fd_sc_hd__buf_4 | 2 | 3
sky130_fd_sc_hd__nor2b_1 | 32 | 32
sky130_fd_sc_hd__o221a_2 | 2 | 2
## how the worst min path moves through the flow
stage         startpoint              end  slack [ns]  depth (start not counted)
finish             rst_n  pc[7]$_DFF_PN0_        0.22                          1
global route       rst_n  pc[8]$_DFF_PN0_        0.23                          1
CTS                rst_n  pc[8]$_DFF_PN0_        0.22                          1
## stage by stage
stage / area (um^2) / util [%] / power [mW] / hold slack, ns
after global routing: 3370 / 34.1 / 1.41 / 0.227
after floorplan: 1800 / - / 0.656 / 0.284
final: 3370 / 34.1 / 1.32 / 0.220
after global placement: 3270 / 33.1 / 0.947 / 0.541
after detailed placement: 3270 / 33.1 / 0.949 / 0.538
after CTS: 3370 / 34.1 / 1.35 / 0.221
## power by group
part / switching [mW] / internal (mW)
clock network: 0.176 / 0.215
registers: 0.0131 / 0.511
logic: 0.122 / 0.286
total: 0.312 / 1.01
## critical path, delay by kind of cell
| family | cells | cell delay (ns) |
|---|---|---|
| compound gates | 1 | 0.22 |
| xor+xnor | 1 | 0.20 |
| buf+inv | 2 | 0.93 |
## cell families after synthesis
| family | after synthesis |
|---|---|
| AOI/OAI and AO/OA | 66 |
| DFF | 33 |
| and+or+nand+nor | 33 |
| buffers and inverters | 18 |
| xor gates and xnor gates | 1 |
## cell type report
class	count	area (um^2)
Timing Repair Buffer	140	1400
Clock inverter	1	5.00
Sequential cell	33	826
Fill cell	988	6500
Multi-Input combinational cell	100	870
Tap cell	133	166
Clock buffer	7	96.3
## per-layer routing
| layer | routed length [um] | vias to the layer above | global-route usage (%) | share of wire, % |
|---|---|---|---|---|
| met1 | 3300 | 866 | 13.1 | 45 |
| met3 | 633 | 5 | 3.35 | 8.6 |
| met5 | 0 | - | 0 | 0 |
| met4 | 59 | 0 | 0.679 | 0.81 |
| li1 | - | 856 | - | - |
| met2 | 3330 | 80 | 15.1 | 46 |
## flip-flops by register name (all words and copies together) (netlist names)
signal,count
pc,32
flush_delay,1
Power is estimated from default activity; no workload was simulated.
